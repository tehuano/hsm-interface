## flow/config.mk

```make
export PLATFORM = sky130hd
export DESIGN_NAME = gpio_hsm
export DESIGN_NICKNAME = gpio_hsm
export VERILOG_FILES = /design/flow/design.v
export SDC_FILE = /design/flow/constraint.sdc
export NUM_CORES = 4
export LEC_CHECK = 1
export CORE_AREA = 10 10 80 80
export DIE_AREA = 0 0 90 90
```

## flow/constraint.sdc

```tcl
current_design gpio_hsm

set clk_period 2.0
set clk_io_pct 0.2

create_clock -name clk0 -period $clk_period [get_ports {RP_clock}]

set non_clock_inputs [all_inputs -no_clocks]
set_input_delay [expr $clk_period * $clk_io_pct] -clock clk0 $non_clock_inputs
set_output_delay [expr $clk_period * $clk_io_pct] -clock clk0 [all_outputs]
```

## flow/design.v

```verilog
module gpio_hsm #(parameter DATA_WIDTH = 8)(
    input RP_clock,
    input RP_is_key,
	 input RP_dir,
    inout [DATA_WIDTH-1:0] RP_data,
    output [DATA_WIDTH-1:0] FPGA_data
);
wire [DATA_WIDTH-1:0] result_int;
reg [DATA_WIDTH-1:0] key_int;
wire [DATA_WIDTH-1:0] data_in;
reg [DATA_WIDTH-1:0] data_in_int;
assign FPGA_data = result_int;
assign result_int = key_int ^ data_in_int;
always @(posedge RP_clock) begin
    if (RP_is_key == 1) begin
	     key_int <= data_in;
    end else if (RP_dir == 1) begin
	     data_in_int <= data_in;
    end
end
 tranceiver #(8) rx_tx (
    .clk(RP_clock),
    .chip_select(RP_dir),
    .data_pins(RP_data),
	 .data_from_hsm(result_int),
	 .data_to_hsm(data_in)
);
endmodule
module tranceiver #(parameter DATA_WIDTH = 8) (
    input clk,
    input chip_select,
    inout [DATA_WIDTH-1:0] data_pins,
	 input [DATA_WIDTH-1:0] data_from_hsm,
    output [DATA_WIDTH-1:0] data_to_hsm
);
reg [DATA_WIDTH-1:0] data_out_int;
reg [DATA_WIDTH-1:0] data_to_hsm_int;
assign data_pins = chip_select ? 8'bZ : data_out_int;
assign data_to_hsm = data_to_hsm_int;
always @(*) begin
    if(chip_select) begin
        data_to_hsm_int <= data_pins;
    end else begin
        data_out_int <= data_from_hsm;
    end
end 
endmodule
```

## flow/run.sh

```bash
#!/bin/bash
# OpenROAD 26Q1-2900-gdf79404cd8, Yosys 0.63+post, stock flow scripts
make -C /OpenROAD-flow-scripts/flow DESIGN_CONFIG=/design/flow/config.mk WORK_HOME=/design/flow/orfs finish
```

==> out/metrics.cfg <==
[grt]
grt_pass1_wl_um = 2260
grt_overflow = 0
grt_pass1_vias = 398
antenna_found_initial = 0
grt_use_total = 0.0355
grt_max_degree = 17

[clock_tree]
post_cts_resize_count = 0
post_cts_buffers = 0
cts.hold.buffers_added = 0
cts_root_buffer = clkbuf_8
cts_tree = done
clock_path_buffers = 2
clk_pin_slew_ps = 60
htree_levels = 1
cts_buffers = 3

[yosys]
top_area_frac = 0.603
ys.flops = 32
avgSynthCellArea_sq_um = 19.4
synthSimpleGateAreaFrac = 0.00785
yosys.area.top_type = edfxtp_1
yosysCellCount = 41
synth_dominant_cell_count = edfxtp_1
edf_count = 16
synthAoiAreaFrac = 0
synthCells = 41
syn-cell-area_sq_um = 797
netlist_top_cells_area = edfxtp_1 (60%), dlxtn_1 (15%), dlxtp_1 (15%)
yosys.cell_types.count = 5
common_cells = edfxtp_1 (16), dlxtn_1 (8), dlxtp_1 (8), xor2_1 (8), nor2b_1 (1)
yosys-stat-area_sq_um = 797
synthXorXnorAreaFrac = 0.0879
synth_adder_area_share = 0
async_reset_ff_frac = 0
synthFlopType = edfxtp_1
ys_sh_mux = 0
top_logic_kind = XOR/XNOR gates
synth_warnings = 3

[detailed_routing]
detail_route.wl_per_cell_um = 11.2
first_iter_violations = 30
viasPerCell = 3.02
drc = 0
ant_nets = 0
first_pass_iters = 2
antenna_cells = 0
routed_wl_um = 1410
num_vias = 380

[final_timing]
post-route-min-period_ps = 1750
rsz0062_at_grt = false
hold_violations = 0
untimed_endpoints = 40
max_freq_mhz = 572
final_max_slew_viol_count = 0
setup_violations = 0
whs_ps = 970
fin_crit_sh = 0.874
slew_headroom = 0.870
tightest_slew_ps = 194
unclocked_regs = 16
tns_ps = 0

[run]
warning_count = 25
cap_violations = 0

[die]
initCoreUtil = 0.169
core_area_sq_um = 4720
die_area_sq_um = 8100
die_w_um = 90
die_h_um = 90
num_rows = 25
pin_count = 19

[setup_path]
criticalPathCategory = register to primary output
critPathMaxStageDelay_ps = 510
crit_chain = xor2_1, clkdlybuf4s50_1
cp-start-kind = register
cp-end-kind = primary output
cp.required_ps = 1600
arrival_ps = 1350
crit_fanout = 2
crit_path_top_delay_cell = clkdlybuf4s50_1

[power_and_ir_drop]
seqPwrFrac = 0.597
pwr_density_cell_nw_per_um2 = 647
p_int_mw = 0.565
max-vdd-ir-drop_uv = 510
comb_power_share = 0.073
clkPwrFrac = 0.330
leakagePower_nw = 0.404
swShare = 0.176
p_sw_mw = 0.121

[place]
port_buffers = 10
dp_cells = 123
gp_congestion = 0.660
dp_hpwl_um = 1060

[run_status]
status = completed

[worst_hold_path]
hold_depth = 2
min_from = RP_is_key
whs_endpoint = key_int[4]
min_path_type = primary input to register

[finish]
final_layout_size_suffix_gt1_frac = 0.136
post-route-util = 0.224
nFillCells = 499
logic_area_sq_um = 76.3
layout-area-overhead-vs-synth_pct = 33.0
layout.cells.non_filler = 126
seqCellArea_sq_um = 721

metrics by stage:
step	cell area, sq um	setup WS (ps)	total power [mW]
2_1_floorplan	797	807	0.422
4_1_cts	1060	223	0.702
6_report	1060	252	0.686
3_5_place_dp	1020	424	0.469
5_1_grt	1060	172	0.727
3_3_place_gp	1020	445	0.469
power groups by stage:
stage     Clock, mW  Combinational [mW]  Sequential, mW
4_1_cts       0.239              0.0530           0.410
5_1_grt       0.259              0.0572           0.411
6_report      0.226              0.0503           0.409
layer usage:
layer	up-vias	track usage	share of wire
li1	177	-	-
met1	186	0.0412	0.40
met2	15	0.0581	0.48
met3	2	0.0218	0.11
met4	0	0.00133	0.0043
met5	-	0	0
area by class of cell:
class	instances	area share
multi-input combinational	9	0.0720
clock buffer	3	0.0390
tap	67	0.0791
timing repair buffer	15	0.130
sequential	32	0.680
registers in the layout (all words and copies together) (netlist names):
register and count:
data_in_int 8, key_int 8, RP_data 8, rx_tx.data_to_hsm_int 8
logic make-up after synthesis:
group,after synthesis
xor+xnor,8
flops,16
simple gates,1
latches,16
worst max path at each step:
stage | startpoint | to | cells past startpoint
after CTS | data_in_int[4] | FPGA_data[4] | 2
after global routing | data_in_int[4] | FPGA_data[4] | 2
final | data_in_int[4] | FPGA_data[4] | 2
worst max-delay path, delay by kind of cell, from the launching register on:
kind / cells / cell delay [ps]
flops: 1 / 380
buf+inv: 1 / 510
xor+xnor: 1 / 220
cells in the final DEF (no fill, tap or decap), drive strengths merged:
| cell type | count |
|---|---|
| clkbuf | 3 |
| buf | 5 |
| nor2b | 1 |
| edfxtp | 16 |
| dlxtn | 8 |
| dlxtp | 8 |
| clkdlybuf4s50 | 10 |
| xor2 | 8 |
Power and IR drop assume default switching activity.

===== /design/flow/design.v =====
module display(in,out);
input [3:0] in;
output [6:0] out;
reg [6:0] out_int;
assign out = ~out_int;
always @(*) begin
	case (in)
		4'b0000:
			 out_int = 7'b0111111;
		4'b0001:
			 out_int = 7'b0000110;
		4'b0010 :
			 out_int = 7'b1011011; 
		4'b0011:
			 out_int = 7'b1001111;
		4'b0100:
			 out_int = 7'b1100110;
		4'b0101:
			 out_int = 7'b1101101;  
		4'b0110:
			 out_int = 7'b1111101;
		4'b0111:
			 out_int = 7'b0000111;
		4'b1000 : 
			 out_int = 7'b1111111;
		4'b1001: 
			 out_int = 7'b1101111;
		4'b1010: 
			 out_int = 7'b1110111; 
		4'b1011 : 
			 out_int = 7'b1111100;
		4'b1100:
			 out_int = 7'b0111001;
		4'b1101:
			 out_int = 7'b1011110;
		4'b1110:
			 out_int = 7'b1111011;
		4'b1111:
			 out_int = 7'b1110001;
    endcase
end
endmodule

===== /design/flow/run.sh =====
#!/bin/bash
# OpenROAD 26Q1-2900-gdf79404cd8, Yosys 0.63+post, stock flow scripts
make -C /OpenROAD-flow-scripts/flow DESIGN_CONFIG=/design/flow/config.mk WORK_HOME=/design/flow/orfs finish

===== /design/flow/config.mk =====
export PLATFORM = sky130hd
export DESIGN_NAME = display
export DESIGN_NICKNAME = display
export VERILOG_FILES = /design/flow/design.v
export SDC_FILE = /design/flow/constraint.sdc
export NUM_CORES = 4
export LEC_CHECK = 1
export CORE_AREA = 10 10 70 70
export DIE_AREA = 0 0 80 80

===== /design/flow/constraint.sdc =====
current_design display

set clk_period 1.6
set clk_io_pct 0.2

create_clock -name clk0 -period $clk_period

set non_clock_inputs [all_inputs -no_clocks]
set_input_delay [expr $clk_period * $clk_io_pct] -clock clk0 $non_clock_inputs
set_output_delay [expr $clk_period * $clk_io_pct] -clock clk0 [all_outputs]

==> impl_metrics.tcl <==
# flow metrics
set metrics [dict create \
    outcome "complete, but fails checks" \
    violations "setup timing" \
    viasPerCell 2.96 \
    finalPower_uw 131 \
    vias 287 \
    p_per_area_nw_per_um2 233 \
    p_sw_share_pct 39.1 \
    drtAntennaViolNets 0 \
    clockPowerShare_pct 0 \
    synthTopCellsByArea "ha_1 (29%), mux2i_1 (20%), mux4_1 (10%)" \
    n_clock_buffer 0 \
    syn_area_per_cell_sq_um 8.84 \
    hold_viol 0 \
    crit_arrival_ns 1.29 \
    min_period_ns 1.61 \
    area_growth_pct 119 \
    core.rowCount 21 \
    chipWidth_microns 80 \
    synth_warnings 1 \
    pwr-share-seq_pct 0 \
    max_slew_margin_pct 89.0 \
    seq_cells 0 \
    io_pins 11 \
    internal_power_uw 79.6 \
    fmax_ghz 0.621 \
    tns_ns -0.00934 \
    seqCellArea_sq_um 0 \
    yosysUniqueCellTypes 14 \
    irDropWorstVdd_mv 0.101 \
    synth_cells 29 \
    drive_gt1_share_pct 60.8 \
    insertedDiodeCount 0 \
    firstDrtPassIters 2 \
    warning_count 39 \
    core_sq_um 3420 \
    setup.worst_path.start_class "input port" \
    switchingPower_uw 51.1 \
    antenna_found_initial 0 \
    grt_max_degree 6 \
    compound_area_share_pct 12.7 \
    grt_pass1_wl_mm 1.48 \
    synthMuxAreaShare_pct 29.8 \
    hp-class "in -> out" \
    crit_fanout 3 \
    place_congestion 0.784 \
    cp.required_ns 1.28 \
    grt_overflow 0 \
    drv_cap 0 \
    pwr-share-comb_pct 100.0 \
    power.leakage_nw 0.245 \
    ys_sh_adder_pct 29.3 \
    grt_pass1_vias 317 \
    top_area_cell "ha_1" \
    drtIter0Drc 1 \
    drc 0 \
    setup_slack_ns -0.00934 \
    endpoint_kind "primary output" \
    grt_usage_pct 2.75 \
    io_buffers 11 \
    dieArea_sq_um 6400 \
    yosysCellCount 29 \
    dp_hpwl_microns 630 \
    synth-xor-area-share_pct 3.41 \
    synth_area_sq_um 256 \
    avgRoutedWirePerCell_microns 8.58 \
    path_class "in -> out" \
    synthTopCellsByCount "ha_1 (6), inv_1 (5), mux2i_1 (5), nand3b_1 (2), o22ai_1 (2)" \
    setup_viol 1 \
    logic_family "multiplexers" \
    fp_util_pct 7.51 \
    drv_slew 0 \
    dieHeight_microns 80 \
    synth-area-yosys_sq_um 256 \
    drt_wl_total_microns 832 \
    rsz0062_at_grt "yes" \
    ys_seq_share_pct 0 \
    synth_top_area_share_pct 29.3 \
    top_cell "ha_1" \
    tightest_slew_ns 0.161 \
    timing.final.crit_share_pct 101 \
    ys_sh_simple_pct 13.2 \
]
[kinds of logic (layout without fill, tap and decap cells)]
kind of cell / after synthesis / in the layout
buffers and inverters: 6 / 28
AND-OR/OR-AND: 5 / 5
adder cells (fa/ha/maj): 6 / 6
multiplexers: 6 / 6
AND/OR/NAND/NOR: 5 / 5
XOR/XNOR: 1 / 1
[critical path, cell delays in order]
cell and delay (ns):
buf_8 0.08, inv_6 0.03, ha_4 0.26, inv_2 0.03
mux4_2 0.43, buf_2 0.13
[final timing paths]
| path | from | end | slack (ns) | cells after the start |
|---|---|---|---|---|
| worst max-delay path | in[0] | out[3] | -0.009 | 6 |
| worst min-delay path | in[1] | out[6] | 1.01 | 4 |
[placed cells by master (no fill, tap or decap), types with 2 or more instances in the layout]
| cell type | instances |
|---|---|
| inv_1 | 2 |
| ha_4 | 3 |
| o21ai_1 | 2 |
| clkbuf_2 | 4 |
| mux2i_1 | 5 |
| buf_4 | 5 |
| ha_1 | 2 |
| buf_6 | 6 |
| clkdlybuf4s15_1 | 2 |
| buf_2 | 3 |
| nand3b_1 | 2 |
| o22ai_2 | 2 |
| buf_8 | 2 |
| inv_6 | 2 |
[area by class of cell]
class / instances / area [sq um]
Multi-Input combinational cell: 23 / 275
Tap cell: 46 / 57.6
Fill cell: 401 / 2860
Inverter: 5 / 28.8
Timing Repair Buffer: 23 / 199
[repair_timing]
item	4_1_cts	5_1_grt
gates cloned	1	0
endpoints found under the hold margin	0	0
setup endpoints to repair	7	7
setup buffers	1	0
pin swaps	5	3
hold buffers	0	0
resized	46	13
[power groups by stage]
stage         registers, mW  clock network (mW)  logic [mW]
CTS                       0                   0       0.131
global route              0                   0       0.145
finish                    0                   0       0.131
[metrics by stage]
stage	util (%)	hold WS, ns	std cells	area [sq um]	setup WS [ns]
5_1_grt	16.4	1.03	97	561	-0.0519
3_5_place_dp	14.3	1.75	95	488	-0.875
2_1_floorplan	-	0.672	29	256	0.145
4_1_cts	16.5	1.09	97	563	-0.0243
3_3_place_gp	14.3	1.75	95	488	-0.846
6_report	16.4	1.01	97	561	-0.00934
[metal layers]
metal  routed length (microns)  up-vias  part of all wire [%]  GRT usage (%)
met3                        43        0                   5.2          0.682
met5                         0        -                     0              0
met2                       421        6                    51           4.98
li1                          -      148                     -              -
met4                         0        0                     0              0
met1                       367      133                    44           3.37
Power is estimated from default activity; no workload was simulated.
